## flow/run.sh

```bash
#!/bin/bash
# OpenROAD 26Q1-2900-gdf79404cd8, Yosys 0.63+post, stock flow scripts
make -C /OpenROAD-flow-scripts/flow DESIGN_CONFIG=/design/flow/config.mk WORK_HOME=/design/flow/orfs finish
```

## flow/config.mk

```make
export PLATFORM = sky130hd
export DESIGN_NAME = top_module
export DESIGN_NICKNAME = top_module
export VERILOG_FILES = /design/flow/design.v
export SDC_FILE = /design/flow/constraint.sdc
export NUM_CORES = 4
export LEC_CHECK = 1
export CORE_AREA = 10 10 98 98
export DIE_AREA = 0 0 108 108
```

## flow/constraint.sdc

```tcl
current_design top_module

set clk_period 4.3
set clk_io_pct 0.2

create_clock -name clk0 -period $clk_period [get_ports {clk}]

set non_clock_inputs [all_inputs -no_clocks]
set_input_delay [expr $clk_period * $clk_io_pct] -clock clk0 $non_clock_inputs
set_output_delay [expr $clk_period * $clk_io_pct] -clock clk0 [all_outputs]
```

## flow/design.v

```verilog
module top_module(
    input clk,
    input reset,
    input ena,
    output pm,
    output [7:0] hh,
    output [7:0] mm,
    output [7:0] ss);
    always @ (posedge clk)
        begin
            if(reset )
                begin
                    hh=8'b00010010;
                    mm=8'd0;
                    ss=8'd0;
                end
            else if(ena && ~(reset))
                begin
                    if(hh==8'b00010001 && mm==8'b01011001 && ss==8'b01011001)
                        begin
                            hh<=8'b00010010;
                            mm<=8'b00000000;
                            ss<=8'b00000000;
                            pm<=~pm;
                        end
                    else if(hh==8'b00010010 && mm==8'b01011001 && ss==8'b01011001)
                        begin
                            hh<=8'b00000001;
                            mm<=8'b00000000;
                            ss<=8'b00000000;
                            pm<=pm;
                        end
                    else
                        begin
                            if(mm==8'b01011001 && ss==8'b01011001 )
                                begin
                                    if(hh==8'd9)
                                        begin
                                            hh[7:4]<=hh[7:4]+1;
                                            hh[3:0]<=4'd0;
                                        end
                                    else
                                        begin
                                            hh[3:0]<=hh[3:0]+1;
                                        end
                                    mm<=0;
                                    ss<=0;
                                    pm<=pm;
                                end
                            else if (~(mm==8'b01011001) && (ss==8'b01011001))
                                begin
                                    if(mm[3:0]==4'd9)
                                        begin
                                            mm[7:4]<=mm[7:4]+1;
                                            mm[3:0]<=4'd0;
                                        end
                                    else
                                        begin
                                            mm<=mm+1;
                                        end
                                    hh<=hh;
                                    ss<=8'd0;
                                    pm<=pm;
                                end
                            else
                                begin
                                    if(ss[3:0]==4'd9)
                                        begin
                                            ss[7:4]<=ss[7:4]+1;
                                            ss[3:0]<=4'd0;
                                        end
                                    else
                                        begin
                                            ss<=ss+1;
                                        end
                                    hh<=hh;
                                    mm<=mm;
                                    pm<=pm;
                                end
                        end
                end
            else
                begin
                    hh<=hh;
                    mm<=mm;
                    ss<=ss;
                    pm<=pm;
                end
        end
endmodule
```

==> reports/results.ini <==
[clocking]
tritoncts_num_sinks = 25
clock_insertion_delay_worst_skew_ns = 0.27
cts.path.max_buffers = 2
h-tree-depth = 1
clock_tree_root_buffer_cell = sky130_fd_sc_hd__clkbuf_8
clk_pin_slew_ns = 0.10
post_cts.resized_instances = 0
tritoncts = built
postCtsSetupRepairBufs = 0
hold_buffers = 0
cts_buffers = 3

[synth]
post_synth_area_from_yosys_stat_mm2 = 0.00149
synth.cells.most_frequent = 24 x sky130_fd_sc_hd__dfxtp_1, 16 x sky130_fd_sc_hd__nand2_1, 15 x sky130_fd_sc_hd__a21oi_1
yosys_warnings = 34
cell_type_with_the_largest_total_area = sky130_fd_sc_hd__dfxtp_1
yosysUniqueCellTypes = 54
yosys.area_share.adder = 0.118
most_common_cell = sky130_fd_sc_hd__dfxtp_1
edf_count = 1
muxShareOfSynthArea = 0.00673
synthCells = 174
synth_top_flop_cell = sky130_fd_sc_hd__dfxtp_1
synth.avg_cell_area_um2 = 8.54
yosysTopAreaCellShare = 0.323
synthesis.area_mm2 = 0.00149
yosys.area_share.aoi = 0.167
ys_cells = 174
async_flop_share = 0
simple_gate_area_frac = 0.273
synth.ff_latch_count = 25
synth.logic.top_family = simple AND/OR/NAND/NOR gates
top_cells_by_area = sky130_fd_sc_hd__dfxtp_1 32%, sky130_fd_sc_hd__ha_1 12%, sky130_fd_sc_hd__a21oi_1 5.1%
yosys.area_share.xor_xnor = 0.0354
yosys.stat.seqShare = 0.343

[final_timing]
final.setup.tns_ns = 0
timing.slew.headroom = 0.469
rsz0062_at_grt = no
setup-violations-final = 0
timing.final.hold_violations = 0
period_minus_slack_ns = 2.56
worst_pin_slew_ns = 0.790
final_max_slew_viol_count = 0
timing.fmax_ghz = 0.390
min_period_over_period = 0.596
clock-skew-final_ns = 0.0109

[worst_setup_path]
worst_ep_arrival_time_ns = 2.73
critical_path_peak_fanout = 8
worst_r2r_path_depth = 6
timing.setup.critical_path_class = in2reg
crit_path_end_kind = register
cp.required_ns = 4.47
critical_path.startpoint_type = input port

[detailed_routing]
first_pass_iteration_count_of_the_detailed_router = 4
dr.first_iter.drc_count = 96
remaining_antenna_violation_count = 0
total_number_of_vias = 1279
drc = 0
route.detailed.wl_per_inst_um = 11.8
routed_wirelength_mm = 3.54
route.detailed.vias_per_inst = 4.28
antenna_cells_inserted = 0

[power]
power_density_mw_per_mm2 = 211
worst_ir_drop_vdd_uv = 205
p_leak_nw = 0.688

[flow_run]
openroad.warnings = 33
cap_viol_max_count = 0

[die]
fp.coreArea_mm2 = 0.00765
row_count = 32
die_h_um = 108
fp_util = 0.194
chip_area_mm2 = 0.0117
boundaryPins = 28
horizontal_die_size_um = 108

[grt]
grt_pass1_vias = 1223
largest_net_degree_at_the_start_of_global_routing = 26
grt_antenna_before_repair = 0
grt_remaining_overflow = 0
all_layer_gr_usage = 0.0613
grt_first_pass_wirelength_mm = 5.97

[placed_design]
port_buffer_cells = 27
routability_cong = 0.797
post_dp_hpwl_mm = 2.69

[final_layout]
layout_cell_share_with_drive_strength_beyond_1 = 0.0761
fillers = 808
flow.area_growth_from_synthesis_pct = 27.4
post-route-util = 0.248

[min_path]
hold_depth = 2
hp-class = reg2reg

[outcome]
outcome = completed

[power breakdown]
part           switching [mW]  total (mW)  internal (mW)
combinational         0.00981      0.0181        0.00828
clock                  0.0789       0.145         0.0657
sequential            0.00343       0.237          0.234
[state kept, by name, indices dropped and copies added, names as in the netlist]
signal  flops
hh          8
mm          8
pm          1
ss          8
[placed cells by master (no fill, tap or decap), drive strengths merged, types with 2 or more instances in the layout]
cell           count
o21ai              3
nor2              11
nand3              8
and4               3
nor3              12
xor2               5
a31oi              2
and2               2
nand2             17
and3               3
a211o              2
dfxtp             24
clkdlybuf4s50     27
inv               10
nor2b              3
nand3b             2
nand2b             2
o211ai             2
and3b              2
ha                14
a21oi             15
clkbuf             3
[area by class of cell]
cell class | instances | area, µm² | share of cell area
Clock buffer | 3 | 41.3 | 0.0218
Clock inverter | 1 | 7.51 | 0.00397
Inverter | 10 | 37.5 | 0.0198
Multi-Input combinational cell | 130 | 891 | 0.471
Sequential cell | 25 | 510 | 0.270
Tap cell | 102 | 128 | 0.0674
Timing Repair Buffer | 28 | 278 | 0.147
[worst max-delay path: stages]
cell,delay [ns]
sky130_fd_sc_hd__clkdlybuf4s50_1,0.62
sky130_fd_sc_hd__nand2_1,0.17
sky130_fd_sc_hd__nor4_4,0.43
sky130_fd_sc_hd__o211a_1,0.37
sky130_fd_sc_hd__o221a_2,0.22
sky130_fd_sc_hd__o21bai_1,0.06
[metal layers]
metal  global-route usage  vias up  part of all wire
met5                    0        -                 0
met4              0.00286        0            0.0048
met3               0.0163        2             0.045
met2               0.0966       19              0.44
met1               0.0869      591              0.51
li1                     -      667                 -
[path summary, 6_finish.rpt]
| kind | start | to | slack (ns) |
|---|---|---|---|
| setup / recovery | ena | hh[4]$_SDFFE_PP1P_ | 1.74 |
| hold / removal | ss[7]$_SDFFE_PP0P_ | ss[7]$_SDFFE_PP0P_ | 0.49 |
| setup reg to reg | mm[0]$_SDFFE_PP0P_ | hh[4]$_SDFFE_PP1P_ | 2.05 |
| hold reg to reg | ss[7]$_SDFFE_PP0P_ | ss[7]$_SDFFE_PP0P_ | 0.49 |
[cells by family after synthesis]
kind of cell | count (synthesis)
fa+ha+maj | 14
xor+xnor | 6
flops | 25
mux | 1
simple gates | 72
buf+inv | 19
compound gates | 37
[per-stage QoR]
step,cells,cell area [µm²],power (mW),hold slack [ns],setup WS [ns]
after floorplan,174,1490,0.254,0.438,2.07
after global placement,295,1840,0.261,0.487,1.48
after detailed placement,295,1840,0.261,0.488,1.44
after CTS,299,1890,0.406,0.500,1.73
after global routing,299,1890,0.416,0.535,1.57
final,299,1890,0.400,0.494,1.74
No activity file was given, so power comes from the tool's default toggle rates.
